`flow/run.sh`:
```
#!/bin/bash
# OpenROAD 26Q1-2900-gdf79404cd8, Yosys 0.63+post, stock flow scripts
make -C /OpenROAD-flow-scripts/flow DESIGN_CONFIG=/design/flow/config.mk WORK_HOME=/design/flow/orfs finish
```
`flow/config.mk`:
```
export PLATFORM = sky130hd
export DESIGN_NAME = fir_pipe_reg
export DESIGN_NICKNAME = fir_pipe_reg
export VERILOG_FILES = /design/flow/design.v
export SDC_FILE = /design/flow/constraint.sdc
export NUM_CORES = 4
export LEC_CHECK = 1
export CORE_UTILIZATION = 30
```
`flow/constraint.sdc`:
```
current_design fir_pipe_reg

set clk_period 8.0
set clk_io_pct 0.2

create_clock -name clk0 -period $clk_period [get_ports {i_clock}]

set non_clock_inputs [all_inputs -no_clocks]
set_input_delay [expr $clk_period * $clk_io_pct] -clock clk0 $non_clock_inputs
set_output_delay [expr $clk_period * $clk_io_pct] -clock clk0 [all_outputs]
```
`flow/design.v`:
```
module fir_pipe_reg #(
  NB_IN = 8,
  NB_COEFFS = 8,
  N_COEFFS = 8,
  NB_OUT = NB_IN + NB_COEFFS + $clog2(N_COEFFS)
)
( 
  input signed [NB_IN -1 : 0] i_data,
  input [NB_COEFFS*N_COEFFS -1 : 0] i_coeffs,
  input i_clock,
  output signed [NB_OUT-1 : 0] o_data
);
  localparam NB_PROD = NB_IN + NB_COEFFS;
  reg signed [NB_IN -1 : 0] shift_reg [N_COEFFS-1 -1 : 0];
  reg signed [NB_IN -1 : 0] shift_reg_pipe;
  reg signed [NB_OUT -1 : 0] data_sum;
  reg signed [NB_OUT -1 : 0] data_sum_pipe;
  reg signed [NB_PROD -1 : 0] prod;
  reg [NB_COEFFS*N_COEFFS -1 : 0] coeffs_reg;
  reg signed [NB_IN       -1 : 0] data_reg;
  reg signed [NB_OUT      -1 : 0] data_out_reg;
  integer i;
  always @(posedge i_clock)
  begin
    coeffs_reg   <= i_coeffs;
    data_reg     <= i_data;
    data_out_reg <= data_sum;
    shift_reg[0] <= data_reg;
    shift_reg[1] <= shift_reg[0];
    shift_reg[2] <= shift_reg[1];
    shift_reg_pipe <= shift_reg[2];
    shift_reg[3] <= shift_reg_pipe;
    shift_reg[4] <= shift_reg[3];
    shift_reg[5] <= shift_reg[4];
    shift_reg[6] <= shift_reg[5];
    data_sum_pipe <= data_reg*$signed(coeffs_reg[NB_COEFFS-1 : 0]) + shift_reg[0]*$signed(coeffs_reg[(2*NB_COEFFS)-1 -: NB_COEFFS]) + shift_reg[1]*$signed(coeffs_reg[(3*NB_COEFFS)-1 -: NB_COEFFS]) + shift_reg[2]*$signed(coeffs_reg[(4*NB_COEFFS)-1 -: NB_COEFFS]);
  end
  integer j;
  always@(*)
  begin
    data_sum = data_sum_pipe + shift_reg[3]*$signed(coeffs_reg[(5*NB_COEFFS)-1 -: NB_COEFFS]) + shift_reg[4]*$signed(coeffs_reg[(6*NB_COEFFS)-1 -: NB_COEFFS]) + shift_reg[5]*$signed(coeffs_reg[(7*NB_COEFFS)-1 -: NB_COEFFS]) + shift_reg[6]*$signed(coeffs_reg[(8*NB_COEFFS)-1 -: NB_COEFFS]);
  end
  assign o_data = data_out_reg;
endmodule
```
==> GITHUB_STEP_SUMMARY <==
### Metrics collected by this job

| Metric | Value |
|---|---|
| TritonCTS buffer count | `17` |
| Clk buf depth | `2` |
| Via Count | `between 15000 and 20000` |
| CTS Sinks | `~170` |
| Largest net degree at the start of global routing | `17` |
| Router iterations before antenna repair | `6` |
| Final antenna-violating net count | `0` |
| Max Cap Violations | `0` |
| Setup bufs post-CTS | `0` |
| Clock transition at path regs | `about 70 ps` |
| YS chip area | `approximately 26000 µm²` |
| Status | `finished clean` |
| First-pass GRT wire length | `~96000 µm` |
| Worst Skew | `about 16 ps` |
| Cts hold-fix bufs | `0` |
| Yosys Instances | `2522` |
| Port Buffers | `91` |
| Cts repair resizes | `0` |
| Largest register FFs | `64` |
| Crit path kind | `flop to flop` |
| Setup violators final | `0` |
| Starting density of the core | `0.3035` |
| Flops out of synthesis | `between 150 and 200` |
| CP peak stage delay | `560 ps` |
| Final Cycle Share | `0.8856` |
| Setup TNS | `0 ps` |
| Most frequent CP cell | `fa_1` |
| Post-synth ARST share | `0` |
| RSZ-0062 raised after global routing | `false` |
| Yosys top cell by area | `fa_1` |
| Die area | `about 89000 µm²` |
| Fillers | `roughly 9000` |
| Layout cell share with drive strength beyond 1 | `0.01480` |
| Vias in the first global route | `between 15000 and 20000` |
| Critical Path RT | `roughly 8400 ps` |
| Ports | `~90` |
| First DRT Iteration DRCs | `between 500 and 600` |
| Ant. Diodes | `0` |
| Die Span Y | `between 200 and 300 µm` |
| Tool warnings | `28` |
| Yosys warnings | `2` |
| Average wire per standard cell | `15.20 µm` |
| Netlist cell types | `~43` |
| Core ar. | `a little under 90000 µm²` |
| TritonCTS clock tree | `built` |
| Top post-synthesis cells by area | `fa_1 52%, dfxtp_1 13%, inv_1 11%` |
| Late-Pin Clk Latency | `approximately 510 ps` |
| Top cells by count, synth | `781 x inv_1, 679 x fa_1, 252 x and2_1, 203 x nand2_1, 197 x ha_1` |
| Slew of the pin with the lowest slew margin | `around 710 ps` |
| Achievable Freq | `about 0.14 GHz` |
| Slowest CP cell | `nand2_1` |
| Cell Chain, Critical Path | `nand2_1, inv_1, fa_1, inv_1, fa_1, inv_1, fa_1, inv_1, fa_1, fa_1, inv_1, fa_1, inv_1, fa_1, fa_1, inv_1, ha_1, o21a_1, o21a_1, a311o_1, a31o_1, a21oi_2, xnor2_1` |
| GP Congestion | `approximately 0.9` |
| Total grt overflow | `0` |
| Post-Syn Instances | `2522` |
| Count leader, synth | `inv_1` |
| Final wirelength | `approximately 58000 µm` |
| Area share, top type | `0.5154` |
| Delay-heaviest family, CP | `adder cells` |
| HP Class | `flop to flop` |
| Die x size | `a little under 300 µm` |
| Aggregate global-route resource usage | `0.1471` |
| Cell area after synthesis | `roughly 26000 µm²` |
| Period minus WS final | `7085 ps` |
| Max Slew Vio Count | `0` |
| Vias per inst | `about 4.1` |
| Post-synth top flop | `dfxtp_1` |
| Post-DP HPWL | `around 51000 µm` |
| Max-slew headroom at the worst pin | `0.5255` |
| Crit path DAT | `7510 ps` |
| Final hold vios | `0` |
| Root Driver | `clkbuf_16` |
| Bufs and invs on worst path | `7` |
| Mapped Avg Cell Area | `10.46 µm²` |
| DRC errors left | `0` |
| Crit start category | `flop` |
| Critical path fanouts, max | `11` |
| H-tree Lvls | `4` |
| Initial antenna violation count | `1` |
| Count of library flops with an enable pin | `0` |
| Syn-to-layout area delta | `10.97%` |
| Crit. End Element | `flop` |
| Sequential fraction of the synthesis area | `0.1321` |
| Row count | `108` |
==> metal layers <==
metal / track usage / wire length [µm]
met5: 0 / 13
met4: 0.01648 / 870
met3: 0.05111 / 4402
met2: 0.2414 / 28790
met1: 0.1999 / 23540
==> worst reg2reg max path, cell delays in order, from the launching register on <==
cell and delay [ps]:
dfxtp_1 380, nand2_1 560, inv_1 190, fa_1 530
inv_1 60, fa_1 520, inv_1 50, fa_1 480
inv_1 70, fa_1 500, fa_1 510, inv_1 50
fa_1 520, inv_1 50, fa_1 440, fa_1 490
inv_1 40, ha_1 340, o21a_1 210, o21a_1 190
a311o_1 340, a31o_1 230, a21oi_2 140, xnor2_1 120
==> layout by cell type (no fill, tap or decap), drive strengths merged, types with 15 or more instances in the layout <==
cell type	count
fa	679
inv	784
nand2b	25
a21oi	15
nor2b	32
clkbuf	21
nand2	203
ha	197
nor2	29
clkdlybuf4s50	91
and2	253
xnor2	44
dfxtp	174
==> layout make-up <==
type                    instances  area (µm²)  share of cell area
clock inverters                11       106.4            0.003634
repair buffers                 92       918.4             0.03138
clock buffers                  21       460.4             0.01573
inverters                     781        2932              0.1002
multi-input cells            1557       19920              0.6807
flip-flops and latches        174        3483              0.1190
well taps                    1155        1445             0.04938
==> path summary, 6_finish.rpt <==
kind                                        start               end  slack (ps)  depth (start not counted)
worst max-delay path               coeffs_reg[56]  data_out_reg[16]         920                         23
worst min-delay path            shift_reg_pipe[5]   shift_reg[3][5]         330                          0
worst max register to register     coeffs_reg[56]  data_out_reg[16]         920                         23
worst min register to register  shift_reg_pipe[5]   shift_reg[3][5]         330                          0
==> logic make-up (layout without fill, tap and decap cells) <==
kind of cell / count (synthesis) / in the layout / share of synthesized area
flops: 174 / 174 / 0.1321
xor+xnor: 53 / 53 / 0.01760
simple gates: 565 / 565 / 0.1117
buf+inv: 791 / 905 / 0.1126
compound gates: 63 / 63 / 0.01717
fa+ha+maj: 876 / 876 / 0.6089
==> per-stage QoR <==
step / setup WS, ps / std cells / util / area (µm²) / hold slack, ps
finish: 915.2 / 3791 / 0.3368 / 29270 / 328.4
global route: 563.1 / 3791 / 0.3368 / 29270 / 337.6
CTS: 871.5 / 3791 / 0.3368 / 29270 / 329.1
detailed placement: 909.3 / 3759 / 0.3303 / 28700 / 312.8
global placement: 992.2 / 3759 / 0.3303 / 28700 / 313.9
floorplan: 1338 / 2522 / - / 26370 / 309.6
