`flow/design.v`:
```
module fir_serial #(
  NB_IN = 8,
  NB_COEFFS = 8,
  N_COEFFS = 8,
  NB_OUT = NB_IN + NB_COEFFS + $clog2(N_COEFFS)
)
( 
  input signed [NB_IN -1 : 0] i_data,
  input [NB_COEFFS*N_COEFFS -1 : 0] i_coeffs,
  input i_clock,
  output signed [NB_OUT-1 : 0] o_data
);
  localparam NB_PROD = NB_IN + NB_COEFFS;
  reg signed [NB_IN -1 : 0] shift_reg [N_COEFFS-1 -1 : 0];
  reg signed [NB_OUT -1 : 0] data_sum;
  reg signed [NB_PROD -1 : 0] prod;
  integer i;
  always @(posedge i_clock)
  begin
    shift_reg[0] <= $signed(i_data);
    for(i=1; i<N_COEFFS-1; i=i+1)
    begin: shift_reg_for
      shift_reg[i] <= shift_reg[i-1];
    end
  end
  integer j;
  always@(*)
  begin
    data_sum = i_data*$signed(i_coeffs[NB_COEFFS-1 : 0]);
    for(j=1; j<N_COEFFS; j=j+1)
    begin: data_accum
      prod = shift_reg[j-1]*$signed(i_coeffs[(j+1)*NB_COEFFS -1-: NB_COEFFS]);
      data_sum = data_sum + prod;
    end
  end
  assign o_data = data_sum;
endmodule
```
`flow/run.sh`:
```
#!/bin/bash
# OpenROAD 26Q1-2900-gdf79404cd8, Yosys 0.63+post, stock flow scripts
make -C /OpenROAD-flow-scripts/flow DESIGN_CONFIG=/design/flow/config.mk WORK_HOME=/design/flow/orfs finish
```
`flow/config.mk`:
```
export PLATFORM = sky130hd
export DESIGN_NAME = fir_serial
export DESIGN_NICKNAME = fir_serial
export VERILOG_FILES = /design/flow/design.v
export SDC_FILE = /design/flow/constraint.sdc
export NUM_CORES = 4
export LEC_CHECK = 1
export CORE_UTILIZATION = 40
```
`flow/constraint.sdc`:
```
current_design fir_serial

set clk_period 13.8
set clk_io_pct 0.2

create_clock -name clk0 -period $clk_period [get_ports {i_clock}]

set non_clock_inputs [all_inputs -no_clocks]
set_input_delay [expr $clk_period * $clk_io_pct] -clock clk0 $non_clock_inputs
set_output_delay [expr $clk_period * $clk_io_pct] -clock clk0 [all_outputs]
```
==> summary.txt <==
Notes from the flow run.

Routing:
- The detailed router placed 14520 vias in this run.
- The run gives the average via count per standard cell as 4.469.
- The DRC violation total left in the routed layout is recorded as 0.
- The run puts the count of TritonRoute iterations in the first routing pass at 5.
- The script logs the mean routed wire length per placed instance as 16.51 um.
- The count of nets left with antenna violations once routing finished came out at 0.
- The run puts the number of DRC violations after detailed-routing iteration 0 at 374.
- The run gives the overall routed net length as 53660 um.

Setup path:
- The slowest stage of the critical path is the fa_1 cell.
- At the worst endpoint, the required time is 11040 ps.
- STA classifies the critical path startpoint as a primary input.
- The run gives the category of cells accounting for the largest share of critical-path delay as adder cells.
- STA classifies the critical path endpoint as an output port.
- The run puts the buffer and inverter count on the worst path at 7.
- Among the stages of the critical path, the cell type that occurs most often is fa_1.
- The largest single stage delay on the critical path is 620 ps.
- The run gives the category of the most critical setup path as in2out.
- The run puts the maximum fanout encountered on the critical timing path at 8.
- The run gives the data arrival time of the worst path as 10760 ps.

Clock tree:
- TritonCTS built the clock tree.
- In this run, post-CTS hold repair placed 0 buffers.
- The run puts the clock latency on the worst-skew pair at 330 ps.
- The run puts the maximum number of buffers from clock root to sink at 2.
- The run gives the clock root buffer as clkbuf_16.
- On the reported timing paths, the clock transition at the registers reads 90 ps.
- The run gives the number of H-tree branching levels as 2.
- TritonCTS created 5 clock buffers.
- The run gives the clock sink total as 56.

Placement:
- The run gives the number of buffers inserted by port buffering as 91.
- The run gives the total half-perimeter wirelength after legalization and detailed placement as 50130 um.
- The placed instances occupy a cell area of 26050 sq um.
- Per the placement report, the placed cell count is 3232.
- STA on the placed design reports a worst setup slack of -247.0 ps.
- The run gives the placer congestion estimate as 0.9807.

Die:
- The run puts the area of the core region at 57810 sq um.
- According to the I/O placement log, the pin count is 92.
- The run gives the die area as 59560 sq um.
- The run gives the die outline height as 244.1 um.
- The share of the core area taken by cells at floorplan is 40.54%.
- The run puts the die width at 244.1 um.
- The run gives the number of placement rows as 88.

Final layout:
- Counting the fill cells in the layout gives 5253.
- The run gives the growth of design area from synthesis to finish as 12.39%.
- The run gives the share of layout cells above drive strength 1 as 5.797%.
- The finished layout reports a core utilization of 45.56%.
- The top cell types in the final layout, fill and taps aside, are inv_1 (750), fa_1 (685), and2_1 (298).
- The run gives the final non-filler cell total as 3250.
- The register with the most flip-flops in the layout has 56 of them.
- The most common logic cell in the final layout is inv_1.
- For the completed layout, the total cell area is recorded as 26340 sq um.

STA:
- The run puts the total setup violations reported at the end of the flow at 0.
- The most critical hold endpoint after final layout shows a slack of 489.8 ps.
- The run puts the setup clock skew after layout at 6.183 ps.
- The run puts the time the worst path needs with I/O delays and setup at 13520 ps.
- The highest clock rate this design can be run at is 0.07398 GHz.
- The run puts the post-route worst setup slack at 282.2 ps.
- The run gives the remaining max-slew budget at the tightest pin as 63.54%.
- The run puts the share of the cycle needed by the critical path after routing at 97.96%.
- The final timing report lists a max-slew violation count of 0.
- The transition time recorded at the tightest slew-check pin is 546.1 ps.
- The run puts the total negative setup slack at 0 ps.
- The run gives the hold violation total from the final report as 0.

Synth:
- The run puts the count of cell types in the netlist at 30.
- In this run the cell area of the synthesized design comes to 23440 sq um.
- The area recorded from the Yosys report for this design is 23440 sq um.
- After technology mapping, the gate count stands at 2280.
- The run gives the primary flip-flop cell chosen by synthesis mapping as dfxtp_1.
- The run puts the number of enable flip-flop cells at 0.
- The run gives the number of register bits inferred by synthesis as 56.
- The run puts the post-synthesis area per instance at 10.28 sq um.
- The run gives the proportion of register bits with asynchronous set or reset after synthesis as 0%.
- After synthesis, the design contains 2280 cells according to Yosys.
- The run gives the sequential cell area fraction in the yosys report as 4.784%.
- The run gives the count of synthesis-stage warnings from yosys as 2.

Outcome:
- The run finished with clean final reports.

GRT:
- The run puts the maximum number of pins on one net before global-route repair at 19.
- The run gives the wire length of the first global-routing pass as 91290 um.
- The total overflow left after global routing is 0.
- The run gives the global-route usage over all layers as 21.51%.
- The number of antenna violations at the first check in global routing is 0.
- The number of global-route vias before repair came to 16770.

Job:
- The run puts the number of warnings the tools reported at 28.
- The run gives the reported max-cap violation count as 0.

Worst hold path:
- The tightest min-delay check is of the reg2reg type.
-- metal layers --
metal / up-vias / wire (um) / GRT usage, %
met1: 7340 / 21720 / 31.35
li1: 6732 / - / -
met2: 421 / 27060 / 34.45
met5: - / 35 / 0.4902
met3: 29 / 3950 / 6.644
met4: 2 / 896 / 2.518
-- cell type report --
cell class | instances | area (sq um) | area share [%]
antenna | 1 | 2.502 | 0.009501
clock buffer | 5 | 125.1 | 0.4750
clock inverter | 3 | 21.27 | 0.08076
inverter | 756 | 2838 | 10.77
multi-input combinational | 1466 | 19550 | 74.24
sequential | 56 | 1121 | 4.256
tap | 765 | 957.2 | 3.634
timing repair buffer | 198 | 1720 | 6.532
-- path summary, 6_finish.rpt --
path	startpoint	to	slack [ps]	cells past startpoint
max	i_coeffs[29]	o_data[14]	280	25
min	shift_reg[0][0]	shift_reg[1][0]	490	0
max reg2reg	shift_reg[5][4]	shift_reg[6][4]	12970	0
min reg2reg	shift_reg[0][0]	shift_reg[1][0]	490	0
-- cell families (layout without fill, tap and decap cells) --
| group | after synthesis | after routing | share of synthesized area [%] |
|---|---|---|---|
| AND/OR/NAND/NOR | 527 | 527 | 12.12 |
| buffers and inverters | 758 | 962 | 12.14 |
| AND-OR/OR-AND | 31 | 31 | 0.9716 |
| XOR/XNOR | 39 | 39 | 1.457 |
| flip-flops | 56 | 56 | 4.784 |
| adder cells (fa/ha/maj) | 869 | 869 | 68.53 |
| other | 0 | 1 | 0 |
-- Yosys cell counts, types with 3 or more instances --
cell type  number  share of area (%)
o21a_1          3              0.096
a21o_1          4               0.13
xor2_1          8               0.30
nand2_1       154                2.5
nor2b_1        18               0.48
nand2b_1       25               0.67
fa_1          691                 59
xnor2_1        31                1.2
dfxtp_1        56                4.8
inv_1         755                 12
o21ai_0         4              0.085
nor2_1         28               0.45
and2_1        298                8.0
ha_1          178                9.5
a21oi_1         9               0.19
-- timing repair --
item / in CTS / in global routing
gates resized: 50 / 26
pin swaps: 7 / 21
setup endpoints to repair: 5 / 6
setup buffers: 6 / 3
endpoints found under the hold margin: 0 / 0
cloned: 0 / 0
